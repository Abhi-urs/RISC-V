==> flow/config.mk <==
export PLATFORM = sky130hd
export DESIGN_NAME = REG2
export DESIGN_NICKNAME = REG2
export VERILOG_FILES = /design/flow/design.v
export SDC_FILE = /design/flow/constraint.sdc
export NUM_CORES = 4
export LEC_CHECK = 1
export CORE_UTILIZATION = 50
==> flow/constraint.sdc <==
current_design REG2

set clk_period 9.8
set clk_io_pct 0.2

create_clock -name clk0 -period $clk_period [get_ports {clk}]

set non_clock_inputs [all_inputs -no_clocks]
set_input_delay [expr $clk_period * $clk_io_pct] -clock clk0 $non_clock_inputs
set_output_delay [expr $clk_period * $clk_io_pct] -clock clk0 [all_outputs]
==> flow/design.v <==
module REG2 (
    input wire clk,
    input wire [4:0] write_addr,
    input wire [31:0] write_data,
    input wire write_enable,
    output reg [31:0] read_data1,
    output reg [31:0] read_data2
);
    reg [31:0] reg_file [31:0];
    always @(posedge clk) begin
        if (write_enable) begin
            reg_file[write_addr] <= write_data;
        end
        read_data1 <= reg_file[5'b00000];
        read_data2 <= reg_file[5'b00001];
    end
endmodule
==> flow/run.sh <==
#!/bin/bash
# OpenROAD 26Q1-2900-gdf79404cd8, Yosys 0.63+post, stock flow scripts
make -C /OpenROAD-flow-scripts/flow DESIGN_CONFIG=/design/flow/config.mk WORK_HOME=/design/flow/orfs finish
==> impl_metrics.env <==
# implementation run metrics
export IMPL_syn_avg_cell_area_um2=24.3
export IMPL_comb_area_um2=43.8
export IMPL_port_buffers=102
export IMPL_antenna_found_initial=0
export IMPL_finalClockPeriodUsage_pct=36.1
export IMPL_setup_viol=0
export IMPL_cellPowerDensity_nw_per_um2=243
export IMPL_cts_resized=0
export IMPL_syn_cell_area_um2=3230
export IMPL_ant_nets=0
export IMPL_grt_pass1_wl_mm=7.88
export IMPL_timing_hold_ws_ps=338
export IMPL_drt_total_wl_mm=5.24
export IMPL_routabilityCongestion=0.696
export IMPL_outcome="completed"
export IMPL_worst_pin_slew_ps=477
export IMPL_r2r_slack_ps=9300
export IMPL_cts_root_buf="clkbuf_8"
export IMPL_postSynthSeqShare_pct=99.1
export IMPL_critical_path_class="in -> reg"
export IMPL_hp_class="reg -> reg"
export IMPL_drcViolationCount=0
export IMPL_cts_buffers=17
export IMPL_cp_required_ps=9980
export IMPL_finalSetupTns_ps=0
export IMPL_relSlewSlack_pct=68.1
export IMPL_total_power_w=0.00121
export IMPL_crit_path_max_fanout=17
export IMPL_ys_flops=128
export IMPL_initCoreUtil_pct=53.3
export IMPL_p_leak_nw=1.82
export IMPL_crit_path_start="write_addr[1]"
export IMPL_reg2reg_depth=0
export IMPL_coreArea_um2=6060
export IMPL_slew_violations=0
export IMPL_cts_tree="built"
export IMPL_clk_latency_ps=490
export IMPL_ys_cells=133
export IMPL_clk_path_buf_depth=2
export IMPL_final_layout_size_suffix_gt1_share_pct=12.2
export IMPL_warnings=26
export IMPL_cts_htree_levels=4
export IMPL_reg2reg_to="read_data2[28]$_DFF_P_"
export IMPL_groute_usage_overall_pct=18.4
export IMPL_yosysUniqueCellTypes=6
export IMPL_worstSetupEndpointType="flop"
export IMPL_die_area_um2=6790
export IMPL_diodes=0
export IMPL_grt_pass1_vias=1613
export IMPL_grt_max_degree=18
export IMPL_cts_setup_buffers=0
export IMPL_io_pins=103
export IMPL_drt_initial_drc_count=62
export IMPL_detailed_place_hpwl_mm=2.96
export IMPL_ctsHoldBuffers=0
export IMPL_cap_violations=0
export IMPL_wl_per_cell_um=15.2
export IMPL_skew_ps=5.36
export IMPL_nFillCells=302
export IMPL_synthCells=133
export IMPL_yosysWarnings=1
export IMPL_critPathCapture="reg_file[0][23]$_DFFE_PP_"
export IMPL_vdd_drop_max_mv=0.196
export IMPL_r2r_start="reg_file[1][28]$_DFFE_PP_"
export IMPL_num_vias=1560
export IMPL_flop_area_um2=3200
export IMPL_rsz0062_at_grt="false"
export IMPL_overflow=0
export IMPL_cts_sinks=128
export IMPL_viasPerCell=4.52
export IMPL_hold_violations=0
export IMPL_die_y_um=82.4
export IMPL_clk_pin_slew_ps=50
export IMPL_syn2layout_area_growth_pct=53.9
export IMPL_cp_data_arrival_time_ps=3710
export IMPL_dieWidth_um=82.4
export IMPL_num_rows=28
export IMPL_finalCriticalPeriod_ps=3540
export IMPL_yosysChipArea_um2=3230
export IMPL_drtPass1Iterations=3
export IMPL_fmax_mhz=283
export IMPL_worstSetupStartpointType="primary input"
cell usage in the layout (no fill, tap or decap):
| master | instances |
|---|---|
| clkdlybuf4s50_1 | 102 |
| dfxtp_1 | 64 |
| edfxtp_1 | 64 |
| clkbuf_16 | 16 |
| bufinv_16 | 4 |
| clkinv_2 | 4 |
| clkbuf_1 | 3 |
| clkinvlp_4 | 3 |
| buf_4 | 3 |
| nand2b_1 | 2 |
| nor4_2 | 1 |
| or4_1 | 1 |
| nor2_4 | 1 |
| clkbuf_8 | 1 |
| clkinv_1 | 1 |
sequential cells by signal, indices dropped and copies added, names as in the netlist:
signal	count
read_data2	32
reg_file	64
read_data1	32
synthesized netlist by cell type:
cell	count	area share [%]
dfxtp_1	64	40
edfxtp_1	64	59
nor4_1	1	0.19
nor2_1	1	0.12
or4_1	1	0.23
nand2b_1	2	0.39
routing by layer:
layer,part of all wire (%),routed length (um),track usage (%),vias up
met3,13,670,11.3,4
met2,46,2430,24.9,88
met1,40,2100,29.3,735
li1,-,-,-,733
met5,0,0,0,-
met4,0.74,39,2.63,0
power by group:
| part | internal, W | switching (W) | leakage [nW] |
|---|---|---|---|
| logic | 0.0000181 | 0.00000576 | 0.423 |
| clock network | 0.000410 | 0.000204 | 0.282 |
| registers | 0.000568 | 0.00000148 | 1.12 |
critical path: stages:
cell and delay (ps):
clkdlybuf4s50_1 410, or4_1 580, nor2_4 410, buf_4 350
cells by family after synthesis:
| family | count (synthesis) | synth area share (%) |
|---|---|---|
| AND/OR/NAND/NOR | 5 | 0.929 |
| flip-flops | 128 | 99.1 |
layout make-up:
type	count	share of cell area [%]
tap	75	1.89
clock inverter	12	3.34
clock buffer	20	8.55
multi-input combinational	5	0.880
timing repair buffer	105	21.0
sequential	128	64.4
metrics by stage:
stage / worst slack (ps) / utilization [%] / area (um2) / instances
3_3_place_gp: 5750 / 72.3 / 4380 / 313
6_report: 6260 / 82.1 / 4980 / 345
4_1_cts: 6260 / 82.1 / 4980 / 345
3_5_place_dp: 5730 / 72.3 / 4380 / 313
2_1_floorplan: 4090 / - / 3230 / 133
5_1_grt: 6200 / 82.1 / 4980 / 345
worst min path at each step:
stage                         start                     end  slack (ps)  cells after the start
4_1_cts   reg_file[0][17]$_DFFE_PP_  read_data1[17]$_DFF_P_         340                      0
5_1_grt    reg_file[0][6]$_DFFE_PP_   read_data1[6]$_DFF_P_         340                      0
6_report  reg_file[0][17]$_DFFE_PP_  read_data1[17]$_DFF_P_         340                      0
Power is estimated from default activity; no workload was simulated.
