### design/flow/design.v
module ALU (
    input [3:0] opcode,
    input [31:0] operandA,
    input [31:0] operandB,
    output reg [31:0] result,
    output reg zero
);
    always @(*) begin
        case (opcode)
            4'b0000: result = operandA + operandB;  
            4'b0001: result = operandA - operandB;  
            4'b0010: result = operandA & operandB;  
            4'b0011: result = operandA | operandB;  
            4'b0100: result = operandA ^ operandB;  
            4'b0101: result = operandA << operandB[4:0];  
            4'b0110: result = operandA >> operandB[4:0];  
            4'b0111: result = (operandA < operandB) ? 32'h1 : 32'h0;  
            default: result = 32'h0;  
        endcase
        zero = (result == 32'h0);
    end
endmodule
### design/flow/run.sh
#!/bin/bash
# OpenROAD 26Q1-2900-gdf79404cd8, Yosys 0.63+post, stock flow scripts
make -C /OpenROAD-flow-scripts/flow DESIGN_CONFIG=/design/flow/config.mk WORK_HOME=/design/flow/orfs finish
### design/flow/config.mk
export PLATFORM = sky130hd
export DESIGN_NAME = ALU
export DESIGN_NICKNAME = ALU
export VERILOG_FILES = /design/flow/design.v
export SDC_FILE = /design/flow/constraint.sdc
export NUM_CORES = 4
export LEC_CHECK = 1
export CORE_UTILIZATION = 30
### design/flow/constraint.sdc
current_design ALU

set clk_period 14.9
set clk_io_pct 0.2

create_clock -name clk0 -period $clk_period

set non_clock_inputs [all_inputs -no_clocks]
set_input_delay [expr $clk_period * $clk_io_pct] -clock clk0 $non_clock_inputs
set_output_delay [expr $clk_period * $clk_io_pct] -clock clk0 [all_outputs]
==> out/results.ini <==
[hold_path]
holdPathStages = 6
worstHoldStart = operandB[1]
min_to = result[4]
holdCritPathClass = input port to output port

[detailed_routing]
wl_met1_um = 24610
routed_wl_um = 55540
dr_wl_met2_um = 24340
vias = 12361
ant_nets = 0
initialDrtViolationCount = 1547
drc = 0
drtPass1Iterations = 6
drt-vias-per-instance = 6.506
wl_met3_um = 4838
top_layer_used = met4
wl_per_cell_um = 29.23

[run]
tool_warnings = 102
maxCapViolCount = 0

[synthesis]
synth.distinct_cells = 97
syn_avg_cell_area_um2 = 6.761
ys_warn_count = 1
yosys.stat.seqShare = 0
yosys_cells = 1443
synth_cells = 1443
ys_chip_area_um2 = 9756
syn_area_um2 = 9756
synth_top_cell_by_area = ha_1
synth_top_area_share = 0.1308
area_leaders = ha_1 13%, mux4_2 6.5%, a21oi_1 6.0%, nor2_1 5.7%, mux2i_1 5.0%

[setup_path]
endpoint_kind = output port
worstPathArrival_ns = 8.59
crit_type = input port to output port
crit_path_start = operandB[4]
slowest_stage = a211oi_1
slowest_delay_ns = 0.82
critPathTopFamily = simple AND/OR/NAND/NOR gates
cp_max_fo = 12
worst-path-buf-inv = 3
path_cells = clkdlybuf4s50_1 -> clkinv_1 -> ha_1 -> nand4_1 -> a211oi_1 -> or2_2 -> o221a_2 -> o2111ai_1 -> or3_1 -> nor4_1 -> nor4b_2 -> nand4_1 -> nor4_2 -> clkdlybuf4s50_1
cp_data_required_time_ns = 11.92
startpoint_type = input port
crit_cells = 14

[timing]
max_freq_ghz = 0.08646
finalCritPeriodShare = 0.7762
final.setup.tns_ns = 0
slew_violations = 0
rsz0062_at_grt = false
finalSetupViolations = 0
tightest_slew_ns = 0.9821
hold_viol_final = 0
fin_crit_ns = 11.57
slew_headroom = 0.3432

[floorplanning]
core_um2 = 31800
die_y_um = 182.3
die_w_um = 182.3
fp_util = 0.3068
io_pins = 101
rows = 65
die_area_um2 = 33240

[global_route]
grt_pass1_vias = 11405
grt.overflow.total = 0
grt_antenna_before_repair = 3
track_usage = 0.3358
grt_max_degree = 68
grt_pass1_wl_um = 80820

[pwr]
total_power_w = 0.0004438
power.leakage_nw = 4.408
irDropWorstVdd_uv = 20.59
power.density_nw_per_um2 = 40.22

[final_layout]
final_util = 0.3470
regArea_um2 = 0
flops = 0
drive_above_1_share = 0.09290
final_cells = 1900
clock_buffers = 0
synthToLayoutAreaGrowth_pct = 13.09

[clock_tree]
post_cts_resized = 0
cts_hold_buf = 0
post-cts-setup-buffers = 0

[placed_design]
gp_congestion = 1.079
dp.cells = 1899
portBuffers = 101
dp_hpwl_um = 43740

[outcome]
status = complete, no violations

==> placed cells by master (no fill, tap or decap), types with 5 or more instances in the layout <==
master,instances
a211o_1,8
a211oi_1,39
a21o_1,24
a21oi_1,116
a221oi_1,11
a22oi_1,11
a311oi_1,6
a31oi_1,20
and2_1,12
buf_4,32
clkdlybuf4s50_1,96
ha_1,102
inv_1,109
mux2_2,36
mux2i_1,49
mux4_2,28
nand2_1,127
nand2b_1,11
nand3_1,39
nand4_1,22
nor2_1,149
nor2b_1,17
nor3_1,41
nor4_1,17
o2111ai_1,7
o211ai_1,34
o21a_1,7
o21ai_0,71
o21bai_1,7
o221a_2,6
o221ai_1,15
o22ai_1,22
o31a_1,5
o31ai_1,14
o32ai_1,6
or2_2,5
or3_1,20
or4_1,5
xnor2_1,12
==> synthesized netlist by cell type, types with 22 or more instances <==
cell      instances
inv_1           109
mux2i_1          49
nand3_1          39
mux2_2           36
nand4_1          22
nor2_1          149
o22ai_1          22
a21o_1           24
clkbuf_1         62
nor3_1           41
a21oi_1         116
a211oi_1         39
ha_1            102
mux4_2           28
nand2_1         127
o21ai_0          71
o211ai_1         34
buf_2            33
==> kinds of logic after synthesis <==
| logic type | after synthesis | synth area share |
|---|---|---|
| simple gates | 497 | 0.2482 |
| compound gates | 484 | 0.3405 |
| buf+inv | 224 | 0.09632 |
| mux | 121 | 0.1684 |
| fa+ha+maj | 104 | 0.1349 |
| xor+xnor | 13 | 0.01167 |
==> worst max-delay path by stage <==
stage / to / slack, ns
5_1_grt: zero / 3.15
4_1_cts: zero / 3.35
6_report: zero / 3.33
==> layer usage <==
layer / vias up / global-route usage
met5: - / 0
met4: 0 / 0.08336
met3: 108 / 0.05453
met2: 731 / 0.5157
met1: 6048 / 0.4905
li1: 5474 / -
==> metrics by stage <==
stage	hold slack (ns)	setup slack (ns)	instance area, um^2
final	7.251	3.334	11030
after global routing	7.311	3.155	11030
after CTS	7.244	3.354	11030
after detailed placement	7.241	3.398	11030
after global placement	7.236	3.429	11030
after floorplan	6.230	4.633	9756
==> power breakdown <==
part	leakage [nW]	internal [W]	switching (W)
logic	4.41	0.000164	0.000280
registers	0	0	0
clock network	0.00000595	0.0000000000141	0
==> cell type report <==
type	count	area [um^2]
Multi-Input combinational cell	1219	8841
Tap cell	435	544.3
Inverter	113	424.2
Timing Repair Buffer	132	1221
Antenna cell	1	2.502
Fill cell	3477	20770
No activity file was given, so power comes from the tool's default toggle rates.
