File: ./config.mk
export PLATFORM = sky130hd
export DESIGN_NAME = INTEGER
export DESIGN_NICKNAME = INTEGER
export VERILOG_FILES = /design/flow/design.v
export SDC_FILE = /design/flow/constraint.sdc
export NUM_CORES = 4
export LEC_CHECK = 1
export CORE_UTILIZATION = 30
File: ./constraint.sdc
current_design INTEGER

set clk_period 2.8
set clk_io_pct 0.2

create_clock -name clk0 -period $clk_period [get_ports {clk}]

set non_clock_inputs [all_inputs -no_clocks]
set_input_delay [expr $clk_period * $clk_io_pct] -clock clk0 $non_clock_inputs
set_output_delay [expr $clk_period * $clk_io_pct] -clock clk0 [all_outputs]
File: ./design.v
module INTEGER(
input wire [4:0] address,
input wire clk,
input wire write_enable,
 input wire [21:0] data_in,
output reg [31:0] data_out
);
reg [31:0] memory [0:31]; 
always @(posedge clk) begin
if (write_enable) begin 
   memory[address] <= data_in;
end
data_out <= memory [address];
end
endmodule
File: ./run.sh
#!/bin/bash
# OpenROAD 26Q1-2900-gdf79404cd8, Yosys 0.63+post, stock flow scripts
make -C /OpenROAD-flow-scripts/flow DESIGN_CONFIG=/design/flow/config.mk WORK_HOME=/design/flow/orfs finish
==> summary.txt <==
Figures from the flow reports.

Routing:
- The final layout contains routed wiring with a total length of between 60000 and 70000 um.
- Detailed routing inserted a total of 14072 vias.
- The run gives the via density per instance as 4.88.
- The routed design ends up with an antenna cell count of 0.
- The run gives the number of DRC violations after detailed routing as 0.
- Dividing the detail-routed wire length by the instance count gives 22.6 um.
- The run gives the first-iteration detailed-routing DRC count as between 800 and 900.
- The run gives the remaining number of nets flagged by the antenna check after routing as 0.
- The run puts the number of search-and-repair iterations in the first detailed-routing pass at 4.

CTS:
- The run gives the clock net sink count as 726.
- The run puts the total of hold buffers inserted after clock tree synthesis at 0.
- Looking at the clock tree report, the maximum root-to-sink buffer count equals 3.
- The run puts the clock-pin slew reported for the worst setup and hold paths after clock tree synthesis at roughly 0.06 ns.
- TritonCTS built the clock tree.
- CTS placed an instance of clkbuf_16 at the clock tree root.
- The run puts the number of cells upsized or downsized after cts at 0.
- The run puts the number of buffers created by CTS at 69.
- The run puts the number of post-CTS setup repair buffers at 0.
- The run puts the clock insertion delay at the later pin of the skew report at 0.61 ns.
- The H-tree generated during clock tree synthesis spans 3 levels.

Hold path:
- The tightest min-delay check is of the primary input to flip-flop type.

Placed design:
- Summed over all nets, the half-perimeter wirelength after detailed placement is 40600 um.
- Per the placement log, port buffering inserted roughly 50 buffers.
- The run puts the worst slack at placement at -0.401 ns.
- The post-placement cell area is roughly 30000 um^2.
- The run puts the final weighted congestion in routability-driven placement at around 0.88.

STA:
- Based on the critical path, the design can be clocked at up to 387 MHz.
- The final layout reports a setup TNS of 0 ns.
- The final timing report gives a worst setup slack of 0.215 ns.
- The run puts the part of the cycle the worst path needs at between 90% and 100%.
- The run puts the post-layout minimum cycle time at 2.58 ns.
- Setup repair after global routing left no endpoint under its margin.
- Per the final timing report, the hold violations number 0.
- The run puts the total setup violations reported at the end of the flow at 0.
- The run gives the number of pins exceeding their max-slew limit in the final report as 0.
- The run puts the clock skew after layout at about 0.026 ns.
- The run gives the slew of the pin with the lowest slew margin as around 1.1 ns.
- The max-slew check reports its worst relative slack as between 20% and 30%.

Die:
- The core region is ~90000 um^2.
- The floorplan report gives the top-level pin count as 61.
- The run puts the area of the die at 92900 um^2.
- The run puts the die width at roughly 300 um.
- The report lists the number of standard-cell rows as ~110.
- The run puts the fraction of the core area occupied by cells at floorplan at a little under a third.
- The run gives the die extent in y as 305 um.

Logic synthesis:
- The run gives the distinct cell type count after synthesis as 24.
- Per Yosys stat, the portion of area used by sequential elements is between 70% and 80%.
- The post-synth register bit count is a little over 700.
- The run gives the async set or reset register ratio after synthesis as 0%.
- The run puts the instance count of the mapped netlist at roughly 1500.
- The commonest register cell is edfxtp_1.
- In the synthesis report, Yosys lists the chip area as 27500 um^2.
- The run gives the synthesized area per cell as 18.7 um^2.
- Counting the warning lines in the Yosys log gives 1.
- In this run, synthesis inferred about 700 flip-flops with an integrated enable.
- The run gives the number of cells in the yosys synthesis report as 1473.
- Summing every instance area after synthesis gives roughly 27000 um^2.

GRT:
- The run puts the number of antenna violations at the first check in global routing at 0.
- The run puts the global-route wire length before repair at a little under 100000 um.
- The run gives the sum of overflow across all layers after global routing as 0.
- The via count of the first global-routing pass was roughly 15000.
- The run gives the total global routing track utilization as approximately 15%.
- The run gives the pin count of the biggest net entering global routing as 38.

Layout:
- The run gives the most frequent logic cell in the layout as edfxtp_1.
- The run gives the share of post-route cells with drive strength above 1 as 16.8%.
- Once layout is complete, the utilization of the core stands at around 37%.
- Ranking logic cells in the layout by count gives the top entries edfxtp_1, mux2i_1, o22ai_1.
- Between the synthesized netlist and the finished layout, the area growth was recorded as 20.3%.
- The run puts the final non-filler cell area at 33100 um^2.

Setup path:
- The run gives the startpoint of the most critical register-to-register path as memory[23][3]$_DFFE_PP_.
- The worst register-to-register path has a depth of 5.
- The timing report lists the critical path depth as 8 cells.
- The run gives the most prevalent standard cell on the critical path as buf_12.
- For reference, the critical path cell chain is clkdlybuf4s50_1 > buf_12 > nand4bb_1 > buf_12 > buf_12 > o22ai_1 > nor4_1 > nand2_1.
- For reference, the critical path is captured by data_out[1]$_DFF_P_.
- The run gives the cell family contributing the most delay on the critical path as simple AND/OR/NAND/NOR gates.
- The run gives the path type of the worst setup path as primary input to flip-flop.
- The run puts the maximum cell stage delay along the critical path at slightly above 0.9 ns.
- The critical path's slowest stage uses the library cell nor4_1.
- The critical path starts at address[4].
- STA lists the maximum fanout along the critical path as 24.
- STA classifies the critical path endpoint as a flip-flop.
- The run puts the worst-case register-to-register setup slack at about 0.83 ns.
- At the worst endpoint, the required time is about 3.2 ns.
- The run gives the critical path startpoint category as a primary input.
- The run puts the sum of buffers and inverters on the critical path at 4.
- The endpoint identified for the worst register-to-register timing path is data_out[3]$_DFF_P_.
- The run gives the endpoint arrival time on the critical path as 3.03 ns.

Flow run:
- The run gives the count of tool warnings as 26.
- The run puts the max-capacitance violation count at 0.

Pwr:
- The run puts the reported leakage power at approximately 11 nW.
- The run gives the ratio of total power to cell area as 678 nW/um^2.
- VDD sags by at most approximately 0.00038 V.
- Total power for the finished layout comes to roughly 22 mW.

Outcome:
- The flow ran to the end, and the final reports show no timing, DRC or antenna violations.
[worst register-to-register path, stage by stage (launching register included)]
cell and delay [ns]:
edfxtp_1 0.35, mux2i_1 0.26, o22ai_1 0.18, buf_4 0.18, nor4_1 0.71, nand2_1 0.15
[per-layer routing]
layer / up-vias / routed length (um) / global-route usage [%]
met5: - / 304 / 2.38
met4: 8 / 1060 / 2.24
met3: 87 / 11400 / 12.6
met2: 755 / 28800 / 21.6
met1: 6862 / 23700 / 17.6
li1: 6360 / - / -
[sequential cells by signal, summed over array words and instances (netlist names)]
signal and cells:
memory 704, data_out 22
[cells by family (layout without fill, tap and decap cells)]
family	Yosys count	in the layout	synth area share (%)
flip-flops	726	726	78.5
AND/OR/NAND/NOR	127	127	2.74
multiplexers	352	352	12.8
buffers and inverters	91	318	1.95
other	1	10	0.0136
AND-OR/OR-AND	176	176	4.00
[synthesized netlist by cell type (all sizes together), types with 4 or more instances]
cell type,number,share of area (%)
edfxtp,704,77
mux2i,352,13
o22ai,176,4.0
buf,86,1.9
nor4,44,1.0
nor2,29,0.40
nand2,24,0.33
dfxtp,22,1.6
nand4bb,6,0.26
clkbuf,5,0.068
nand3b,4,0.11
nand4b,4,0.15
nor3,4,0.073
or4b,4,0.20
[where the power goes]
part | internal [mW] | switching [mW]
registers | 12.1 | 0.0944
logic | 0.498 | 0.677
clock network | 5.26 | 3.79
total | 17.8 | 4.57
[area by class of cell]
| type | count | area [um^2] |
|---|---|---|
| fillers | 8103 | 57400 |
| flip-flops and latches | 726 | 21600 |
| multi-input cells | 665 | 5530 |
| repair buffers | 197 | 2300 |
| clock buffers | 94 | 1910 |
| well taps | 1176 | 1470 |
| clock inverters | 27 | 277 |
[worst min-delay path by stage]
| stage | from | to | slack [ns] | depth (start not counted) |
|---|---|---|---|---|
| after CTS | address[1] | data_out[6]$_DFF_P_ | 0.58 | 5 |
| after global routing | address[1] | data_out[6]$_DFF_P_ | 0.62 | 5 |
| final | address[1] | data_out[6]$_DFF_P_ | 0.61 | 5 |
[through the flow]
step	std cells	hold WS, ns
after floorplan	1482	0.576
after global placement	2764	0.642
after detailed placement	2764	0.653
after CTS	2885	0.577
after global routing	2885	0.623
final	2885	0.614
Power figures rest on the tool's default switching activity, not on a simulated workload.
